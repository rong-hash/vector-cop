### ./config.mk
export PLATFORM = sky130hd
export DESIGN_NAME = vrgather_unit
export DESIGN_NICKNAME = vrgather_unit
export VERILOG_FILES = /design/flow/design.v
export SDC_FILE = /design/flow/constraint.sdc
export NUM_CORES = 4
export LEC_CHECK = 1
export CORE_UTILIZATION = 40
### ./constraint.sdc
current_design vrgather_unit

set clk_period 6.7
set clk_io_pct 0.2

create_clock -name clk0 -period $clk_period

set non_clock_inputs [all_inputs -no_clocks]
set_input_delay [expr $clk_period * $clk_io_pct] -clock clk0 $non_clock_inputs
set_output_delay [expr $clk_period * $clk_io_pct] -clock clk0 [all_outputs]
### ./design.v
module vrgather_unit #(parameter VLEN_BITS = 128)(
    input  wire                      sew,
    input  wire [VLEN_BITS*4-1:0]    vs2_bus,
    input  wire [VLEN_BITS*4-1:0]    vs1_bus,
    output reg  [VLEN_BITS*4-1:0]    vd_bus
);
    integer i;
    integer idx;
    always @* begin
        vd_bus = 0;
        if(sew == 1'b0) begin            
            for(i=0;i<64;i=i+1) begin
                idx = vs1_bus[i*8 +: 8];
                if(idx < 64) vd_bus[i*8 +: 8] = vs2_bus[idx*8 +: 8];
            end
        end else begin                   
            for(i=0;i<16;i=i+1) begin
                idx = vs1_bus[i*32 +: 32];
                if(idx < 16) vd_bus[i*32 +: 32] = vs2_bus[idx*32 +: 32];
            end
        end
    end
endmodule
### ./run.sh
#!/bin/bash
# OpenROAD 26Q1-2900-gdf79404cd8, Yosys 0.63+post, stock flow scripts
make -C /OpenROAD-flow-scripts/flow DESIGN_CONFIG=/design/flow/config.mk WORK_HOME=/design/flow/orfs finish
==> results.cfg <==
; physical design summary
[synth]
top_cells_by_count = mux4_2 (12281), clkbuf_1 (5455), buf_2 (1054)
top_area_cell = mux4_2
synth.top_cells.by_area = mux4_2 (81%), clkbuf_1 (6.0%), mux2i_1 (2.6%), buf_2 (1.5%), mux2_2 (1.3%)
synth_area_mm2 = 0.341
ys_warn_count = 1
synthCells = 24450
synth_top_cell_by_count = mux4_2
yosys_cells = 24450
synth.distinct_cells = 69
synth_top_area_share = 0.812
ys_chip_area_mm2 = 0.341
syn_avg_cell_area_um2 = 13.9
yosysSeqAreaShare = 0

[floorplanning]
die_h_um = 925
num_rows = 338
initCoreUtil = 0.402
io_pins = 1537
die-width_um = 925

[place]
hpwl_um = 2950000
place.port_buffers = 1537
globalplace.congestion = 1.42
dp.cells = 34287
dp_slack_ns = -1.02

[global_route]
grt_pass1_wl_um = 5670000
grt_overflow_total = 60382
grt_use_total = 1.08
grt_pass1_vias = 498556
grt_max_degree = 109

[outcome]
lastStage = global routing (5_1_grt)
status = stopped before the end
tool.error = [ERROR GRT-0116] Global routing finished with congestion. Check the congestion regions in the DRC Viewer.
==> through the flow <==
step / area (um2) / util
after floorplan: 341000 / -
after global placement: 392000 / 0.462
after detailed placement: 392000 / 0.462
after CTS: 392000 / 0.463
==> kinds of logic after synthesis <==
kind of cell / count (synthesis) / synth area share
AND/OR/NAND/NOR: 1875 / 0.0267
buffers and inverters: 7390 / 0.0865
AND-OR/OR-AND: 1623 / 0.0357
multiplexers: 13562 / 0.851
==> per-layer routing <==
layer / global-route usage / overflow
met3: 1.04 / 10513
met2: 1.12 / 24277
met1: 1.06 / 14812
met5: 0.990 / 1166
met4: 1.07 / 9614
==> repair_timing <==
item	CTS
gates resized	57
hold buffers	0
setup buffers	5
gates cloned	1
pin swaps	10
endpoints found under the setup margin	195
