==> design/flow/design.v <==
module vxor_unit #(parameter VLEN_BITS = 128)(
    input  wire                      sew,         
    input  wire [VLEN_BITS*4-1:0]    vs2_bus,     
    input  wire [VLEN_BITS*4-1:0]    vs1_bus,
    output wire [VLEN_BITS*4-1:0]    vd_bus
);
    assign vd_bus = vs2_bus ^ vs1_bus;
endmodule
==> design/flow/run.sh <==
#!/bin/bash
# OpenROAD 26Q1-2900-gdf79404cd8, Yosys 0.63+post, stock flow scripts
make -C /OpenROAD-flow-scripts/flow DESIGN_CONFIG=/design/flow/config.mk WORK_HOME=/design/flow/orfs finish
==> design/flow/config.mk <==
export PLATFORM = sky130hd
export DESIGN_NAME = vxor_unit
export DESIGN_NICKNAME = vxor_unit
export VERILOG_FILES = /design/flow/design.v
export SDC_FILE = /design/flow/constraint.sdc
export NUM_CORES = 4
export LEC_CHECK = 1
export CORE_AREA = 10 10 587 587
export DIE_AREA = 0 0 597 597
==> design/flow/constraint.sdc <==
current_design vxor_unit

set clk_period 1.0
set clk_io_pct 0.2

create_clock -name clk0 -period $clk_period

set non_clock_inputs [all_inputs -no_clocks]
set_input_delay [expr $clk_period * $clk_io_pct] -clock clk0 $non_clock_inputs
set_output_delay [expr $clk_period * $clk_io_pct] -clock clk0 [all_outputs]
==> impl_metrics.env <==
# yosys + openroad results
export IMPL_status="complete, but fails checks"
export IMPL_violations="negative setup slack"
export IMPL_synth_avg_cell_area_sq_um=8.76
export IMPL_gp_congestion=1.06
export IMPL_synthTopCellsByArea="xor2_1"
export IMPL_required_ps=800
export IMPL_yosys_area_top_type="xor2_1"
export IMPL_rsz0062_at_grt="yes"
export IMPL_drc=0
export IMPL_drtIter0Drc=438
export IMPL_synth_warnings=0
export IMPL_worst_slack_ps=-49.3
export IMPL_dp_hpwl_mm=331
export IMPL_die_area_sq_um=356000
export IMPL_chipWidth_um=597
export IMPL_powerDensity_nw_per_um2=594
export IMPL_syn_inst=512
export IMPL_cp_max_fo=1
export IMPL_hold_depth=3
export IMPL_grt_pass1_wl_mm=363
export IMPL_p_leak_nw=11.0
export IMPL_period_minus_slack_ps=1050
export IMPL_antenna_found_initial=622
export IMPL_period_used=1.05
export IMPL_vias=13400
export IMPL_via_per_inst=1.96
export IMPL_most_common_cell="xor2_1"
export IMPL_place_area_sq_um=27900
export IMPL_ctsHoldBuffers=0
export IMPL_grt_pass1_vias=11700
export IMPL_setup_worst_path_start_class="input pin"
export IMPL_end_kind="output pin"
export IMPL_hold_class="in2out"
export IMPL_num_io_pins=1537
export IMPL_fp_util=0.0135
export IMPL_fin_area_sq_um=28800
export IMPL_stdcell_count=6818
export IMPL_syn_cell_area_sq_um=4480
export IMPL_setup_violations=7
export IMPL_peakVddDrop_mv=0.216
export IMPL_max_cap_violations=0
export IMPL_dp_cells=6425
export IMPL_top_cell_area_share=1.00
export IMPL_die_h_um=597
export IMPL_relSlewSlack=0.815
export IMPL_synth_cell_types=1
export IMPL_routed_wl_mm=337
export IMPL_fp_coreArea_sq_um=331000
export IMPL_ff_count=0
export IMPL_wl_per_cell_um=49.5
export IMPL_grt_max_degree=2
export IMPL_yosys_top_cells_count="xor2_1"
export IMPL_placementRows=211
export IMPL_drtPass1Iterations=5
export IMPL_nClkBuffers=0
export IMPL_antenna_left=0
export IMPL_portBuffers=1536
export IMPL_worst_slew_pin_slew_ps=277
export IMPL_worstSetupPathType="in2out"
export IMPL_ys_cells=512
export IMPL_seqCellArea_sq_um=0
export IMPL_grt_total_usage=0.185
export IMPL_crit_arrival_ps=850
export IMPL_post_cts_setup_buffers=0
export IMPL_ys_seq_frac=0
export IMPL_area_delta_synth_final_pct=542
export IMPL_fmax_mhz=953
export IMPL_drive_gt1_frac=0.621
export IMPL_slew_violations=0
export IMPL_gr_total_overflow=0
export IMPL_finalHoldViolations=0
export IMPL_yosys_area_sq_um=4480
export IMPL_warnings=37
report_power, final:
group,switching [mW],internal [mW],total [mW],leakage [nW]
clock,0,0.0000563,0.0000563,0.00250
sequential,0,0,0,0
combinational,8.79,8.31,17.1,11.0
total,8.79,8.31,17.1,11.0
per-layer routing:
| layer | track usage | up-vias | wire length (um) |
|---|---|---|---|
| li1 | - | 4816 | - |
| met3 | 0.173 | 1006 | 69700 |
| met4 | 0.0461 | 390 | 13300 |
| met5 | 0 | - | 2460 |
| met1 | 0.183 | 5389 | 107000 |
| met2 | 0.281 | 1788 | 145000 |
metrics by stage:
stage | utilization | hold WS (ps) | power (mW) | TNS (ps) | setup WS [ps]
after floorplan | - | 425 | 0.851 | 0 | 481
final | 0.0869 | 708 | 17.1 | -81.7 | -49.3
after global placement | 0.0843 | 1070 | 19.2 | -245570 | -1150
after detailed placement | 0.0843 | 1080 | 19.2 | -248360 | -1160
after global routing | 0.0850 | 726 | 18.2 | -309 | -80.2
after CTS | 0.0858 | 745 | 18.3 | -385 | -110
layout make-up:
cell class	instances	area, sq um
Tap cell	4366	5460
Timing Repair Buffer	1546	15000
Fill cell	38600	302000
Multi-Input combinational cell	512	7360
Antenna cell	394	986
timing repair:
item,CTS,global route
gates resized,3558,220
pin swaps,474,181
setup endpoints to repair,512,208
critical path: stages:
cell and delay [ps]:
buf_8 100, xor2_4 240, buf_6 160, buf_12 120
path summary, 6_finish.rpt:
| kind | start | end | slack [ps] |
|---|---|---|---|
| worst max-delay path | vs2_bus[506] | vd_bus[506] | -50 |
| worst min-delay path | vs2_bus[212] | vd_bus[212] | 710 |
logic make-up (layout without fill, tap and decap cells):
kind of cell,Yosys count,in the layout,share of synthesized area
xor gates and xnor gates,512,512,1.00
buffers and inverters,0,1546,0
other,0,394,0
cell usage in the layout (no fill, tap or decap):
master,Yosys,layout
diode_2,0,394
xor2_1,512,219
xor2_4,0,60
clkbuf_2,0,95
clkdlybuf4s15_2,0,95
clkdlybuf4s15_1,0,197
buf_2,0,425
buf_4,0,81
dlygate4sd2_1,0,363
buf_6,0,26
buf_8,0,8
buf_12,0,256
xor2_2,0,233
Power figures rest on the tool's default switching activity, not on a simulated workload.
